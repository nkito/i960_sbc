==> /design/flow/design.v <==
`timescale 1ns / 1ps
module sysctl #(
	parameter BOARD_CLOCK        = 32*1000*1000,
	parameter SYSTEM_CLOCK       = (32*1000*1000),
	parameter MFPCLOCK_DIV       = 8,
	parameter MFP_UART_CLOCK     = (115200*16),
	parameter MFP_UART_CLOCK_DIV = (((32*1000*1000) + ((115200*16))/2) / ((115200*16)))
) (
	input         clk2,
	input         reset_async_n,
	output  reg   reset,
	input [31:30] addr,
	input         den_n,
	input         w_rn,
	input         as_n,
	input         lock_n,
	input         inta_n,
	input         blast_n,
	input         dt_rn,
	output        we_ram_n,
	output        cs_rom_n,
	output        cs_ram_n,
	output  reg   a0_rom,
	output  reg   ready_n,
	output [6:0] dbg,
	output     mfp_iack_n,
	output     mfp_cs_n,
	output     mfp_ds_n,
	input      mfp_dtack_n,
	output reg mfp_clk_out,
	output reg mfp_uart_clk_out
);
	assign dbg[0] = ready_n;
	assign dbg[1] = 1'b1;
	assign dbg[2] = 1'b1;
	assign dbg[3] = 1'b1;
	assign dbg[4] = 1'b1;
	assign dbg[5] = pclk;
	assign dbg[6] = clk2;
	reg [2:0] clk_div_mfp;
	reg [4:0] clk_div_mfp_uart;
	initial begin
		clk_div_mfp <= 0;
		clk_div_mfp_uart <= 0;
	end
	always @(posedge clk2) begin
		clk_div_mfp_uart <= clk_div_mfp_uart + 1'b1;
		mfp_uart_clk_out <= mfp_uart_clk_out;
		if( clk_div_mfp_uart == ((MFP_UART_CLOCK_DIV/2) - 1) ) begin
			mfp_uart_clk_out <= 0;
		end else if( clk_div_mfp_uart == (MFP_UART_CLOCK_DIV - 1) ) begin
			mfp_uart_clk_out <= 1;
			clk_div_mfp_uart <= 0;
		end
	end
	always @(posedge clk2) begin
		if( clk_div_mfp == ((MFPCLOCK_DIV/2) - 1) ) begin
			clk_div_mfp <= 0;
			mfp_clk_out <= ~mfp_clk_out;
		end else begin
			clk_div_mfp <= clk_div_mfp + 1'b1;
			mfp_clk_out <= mfp_clk_out;
		end
	end
localparam BUSSTATE_UNKNOWN  = 0;
localparam BUSSTATE_Ti       = 1;
localparam BUSSTATE_T1       = 2;
localparam BUSSTATE_T2       = 3;
	reg [1:0] bus_state;
	reg       pclk;
	initial begin
		bus_state  <= BUSSTATE_UNKNOWN;
		pclk       <= 0;
	end
	reg t1count;
	always @(posedge clk2) begin
		t1count <= 0;
		if( bus_state == BUSSTATE_T1 ) begin
			t1count <= (t1count | ~pclk);
		end
	end
	reg [1:0] w_next_bus_state;
	always @(*) begin
		if( reset == 0 ) begin
			w_next_bus_state = BUSSTATE_UNKNOWN;
		end else if( bus_state == BUSSTATE_Ti ) begin
			w_next_bus_state = ( pclk & ~as_n  ) ? BUSSTATE_T1 : BUSSTATE_Ti;
		end else if( bus_state == BUSSTATE_T1 ) begin
			if( ~memarea_rom ) begin
				w_next_bus_state = (~pclk          ) ? BUSSTATE_T2 : BUSSTATE_T1;
			end else begin
				w_next_bus_state = (~pclk & t1count) ? BUSSTATE_T2 : BUSSTATE_T1;
			end
		end else if( bus_state == BUSSTATE_T2 ) begin
			if( pclk | ready_n ) begin
				w_next_bus_state = BUSSTATE_T2;
			end else begin
				if ( ~blast_n ) begin
					w_next_bus_state = BUSSTATE_Ti;
				end else begin
					w_next_bus_state = wait_insert ? BUSSTATE_T1 : BUSSTATE_T2;
				end
			end
		end else begin
			w_next_bus_state = (~as_n) ? BUSSTATE_T1 : BUSSTATE_UNKNOWN;
		end
	end
	always @(posedge clk2) begin
		bus_state <= w_next_bus_state;
	end
	always @(posedge clk2) begin
		pclk <= ~pclk;
		if( bus_state == BUSSTATE_UNKNOWN && as_n == 1'b0 && reset == 1'b1 ) begin
			pclk <= 1'b0;  
		end
	end
	wire memarea_rom  = (addr[31:30] == 2'b00) ? 1'b1 : 1'b0;
	wire memarea_ram  = (addr[31:30] == 2'b01) ? 1'b1 : 1'b0;
	wire ioarea_mfp   = (addr[31]    == 1'b1 ) ? 1'b1 : 1'b0;
	assign cs_rom_n      = ~( inta_n & memarea_rom & ~den_n & ~w_rn );
	assign cs_ram_n      = ~( inta_n & memarea_ram & ~den_n & (bus_state == BUSSTATE_T2? 1'b1 : 1'b0));
	assign mfp_cs_n      = ~( inta_n & ioarea_mfp  & ~den_n         );
	assign mfp_iack_n    = ~(~inta_n & lock_n      & ~blast_n       );
	assign mfp_ds_n      = mfp_cs_n & mfp_iack_n;
	assign we_ram_n = (cs_ram_n | pclk | ~w_rn);
	wire wait_insert = 
				(memarea_rom & inta_n & ~w_rn) |
				(ioarea_mfp  & inta_n);
	reg [1:0] prev_state;
	always @(posedge clk2) begin
		ready_n <= ready_n;
		prev_state <= bus_state;
		if( ~pclk ) begin
			a0_rom <= (((bus_state==BUSSTATE_T1) && (memarea_rom==1'b1)) ? 1'b1 : 1'b0);
		end else begin
			a0_rom <= a0_rom;
		end
		if( bus_state == BUSSTATE_T2 && prev_state == BUSSTATE_T1 ) begin
			ready_n <= (
				(memarea_rom & inta_n & ~w_rn) | 
				(ioarea_mfp  & inta_n) | 
				(~inta_n & lock_n ) ) ? 1'b1 : 1'b0;
		end else if( bus_state == BUSSTATE_T2 && (memarea_rom & ~w_rn) == 1 ) begin
			ready_n <= ready_n & (a0_rom | pclk);
		end else if( bus_state == BUSSTATE_T1 ) begin
			ready_n <= 1;
		end else begin
			ready_n <= (ready_n & cs_rom_n & cs_ram_n & mfp_dtack_n);
		end
	end
	reg r_reset_n;
	always @(posedge clk2) begin
		r_reset_n <= reset_async_n;
		reset   <= r_reset_n;
	end
endmodule
==> /design/flow/run.sh <==
#!/bin/bash
# OpenROAD 26Q1-2900-gdf79404cd8, Yosys 0.63+post, stock flow scripts
make -C /OpenROAD-flow-scripts/flow DESIGN_CONFIG=/design/flow/config.mk WORK_HOME=/design/flow/orfs finish
==> /design/flow/config.mk <==
export PLATFORM = sky130hd
export DESIGN_NAME = sysctl
export DESIGN_NICKNAME = sysctl
export VERILOG_FILES = /design/flow/design.v
export SDC_FILE = /design/flow/constraint.sdc
export NUM_CORES = 4
export LEC_CHECK = 1
export CORE_AREA = 10 10 85 85
export DIE_AREA = 0 0 95 95
==> /design/flow/constraint.sdc <==
current_design sysctl

set clk_period 2.7
set clk_io_pct 0.2

create_clock -name clk0 -period $clk_period [get_ports {clk2}]

set non_clock_inputs [all_inputs -no_clocks]
set_input_delay [expr $clk_period * $clk_io_pct] -clock clk0 $non_clock_inputs
set_output_delay [expr $clk_period * $clk_io_pct] -clock clk0 [all_outputs]
==> impl_metrics.yaml <==
# physical design summary
run_status:
  status: "complete, no violations"
synthesis:
  yosysUniqueCellTypes: 26
  most_common_cell: "dfxtp_1"
  syn_area_um2: 892.1
  async_flop_share_pct: 0
  top_area_share_pct: 40.39
  ys_warn_count: 1
  ys_cells: 99
  synth_flops: 20
  flop_cell: "dfxtp_1"
  yosys-top-cells-count: "18 x dfxtp_1, 9 x inv_1, 9 x nand2_1"
  top_cells_by_area: "dfxtp_1 40%, buf_4 6.7%, edfxtp_1 6.7%"
  ys_seq_share_pct: 47.12
  postSynthCellCount: 99
  yosys.area.top_type: "dfxtp_1"
  ys_area_um2: 892.1
  syn_area_per_cell_um2: 9.011
  edf_count: 2
routing:
  num_vias: 723
  ant_nets: 0
  diodes: 0
  via_per_inst: 3.615
  drtPass1Iterations: 4
  routed_wl_mm: 1.910
  wire_per_inst_um: 9.550
  drc: 0
  drtIter0Drc: 17
pwr:
  pwr_density_cell_mw_per_mm2: 657.1
  finalPower_mw: 0.8600
  power_leakage_nw: 0.4785
  vdd_ir_drop_max_uv: 358.4
die:
  core_mm2: 0.005473
  die.size.y_um: 95
  io_pins: 30
  fp-row-count: 27
  die_w_um: 95
  fp_util_pct: 16.30
  chipArea_mm2: 0.009025
final_timing:
  grt_setup_unrepaired: "no"
  final.period_utilization_pct: 93.15
  fin_ws_ns: 0.1850
  whs_ns: 0.3323
  min_period_ns: 2.515
  max_freq_ghz: 0.3976
  tns_ns: 0
  finClkSkew_ns: 0.002263
  hold_violations: 0
  slew_viol_final: 0
  setup_viol: 0
global_routing:
  grt_pass1_vias: 700
  grt.total_usage_pct: 4.137
  antenna_found_initial: 0
  overflow: 0
  grt_pass1_wl_mm: 3.063
  grt_max_degree: 13
final_layout:
  stdcell_count: 200
  areaGrowthSynthToFinish_pct: 46.70
  final_util_pct: 23.91
  final_cell_area_mm2: 0.001309
  drive_gt1_share_pct: 10.94
clock_tree:
  clkLatencyLatePin_ns: 0.35
  clkSlewWorstSetupHoldPaths_ns: 0.07
  cts_tree: "done"
  cts_resized: 0
  cts_setup_buffers: 0
  cts_hold_buffers: 0
setup_path:
  critPathMaxFanout: 3
  crit_type: "input pin to output pin"
  cp.required_ns: 2.16
  path_cells: "clkdlybuf4s50_1 -> nor2b_1 -> nand4_1 -> nand3b_1 -> clkdlybuf4s50_1"
  cp-end-kind: "output pin"
  crit_path_start_kind: "input pin"
  critPathSlowestCell: "clkdlybuf4s50_1"
  worst_path_most_repeated_cell: "clkdlybuf4s50_1"
  cpPeakStageDelay_ns: 0.50
  arrival_ns: 1.97
place:
  dp_worst_setup_slack_ns: 0.1787
  io_buffers: 24
  place_inst: 193
  place_congestion: 0.8073
  dpl_cell_area_mm2: 0.001196
  dp_hpwl_mm: 1.482
flow_run:
  warnings: 28
  max_cap_violations: 0
hold_path:
  min_path_type: "flip-flop to flip-flop"
-- path summary, 6_finish.rpt --
kind	slack (ns)	to	cells after the start	startpoint
min reg2reg	0.33	reset	0	r_reset_n
max	0.19	we_ram_n	5	inta_n
min	0.33	reset	0	r_reset_n
max reg2reg	1.53	bus_state[0]	4	bus_state[0]
-- worst max-delay path, delay by kind of cell --
family | cells | cell delay [ns]
and+or+nand+nor | 3 | 0.52
buffers and inverters | 2 | 0.92
-- layer usage --
| layer | track usage, % | vias up | part of all wire (%) |
|---|---|---|---|
| met1 | 5.928 | 306 | 54 |
| met3 | 2.484 | 3 | 13 |
| li1 | - | 383 | - |
| met4 | 0.6234 | 0 | 0.99 |
| met5 | 0 | - | 0 |
| met2 | 5.263 | 31 | 31 |
-- state kept, by name, summed over array words and instances, names as in the netlist --
signal	cells
clk_div_mfp	3
t1count	1
ready_n	1
a0_rom	1
clk_div_mfp_uart	5
prev_state	2
mfp_uart_clk_out	1
reset	1
pclk	1
bus_state	2
mfp_clk_out	1
r_reset_n	1
-- cells in the final DEF (no fill, tap or decap) --
| cell | Yosys | layout |
|---|---|---|
| nor2_1 | 7 | 7 |
| ha_1 | 4 | 4 |
| nand3b_1 | 2 | 2 |
| a21oi_1 | 5 | 5 |
| edfxtp_1 | 2 | 2 |
| a211oi_1 | 1 | 1 |
| o21ba_2 | 1 | 1 |
| a31oi_1 | 2 | 2 |
| nand2_1 | 9 | 9 |
| nand2b_1 | 3 | 3 |
| xnor2_1 | 1 | 1 |
| clkdlybuf4s50_1 | 0 | 24 |
| nand4_1 | 1 | 1 |
| clkbuf_8 | 0 | 6 |
| o211ai_2 | 1 | 1 |
| conb_1 | 1 | 4 |
| nor2b_1 | 4 | 4 |
| bufinv_16 | 0 | 1 |
| dfxtp_1 | 18 | 18 |
| o21ai_0 | 7 | 7 |
| a22oi_2 | 1 | 1 |
| nor3_1 | 6 | 6 |
| buf_4 | 8 | 3 |
| nand3_1 | 2 | 2 |
| o31a_1 | 1 | 1 |
| inv_1 | 9 | 9 |
| or3_4 | 1 | 1 |
| o2111ai_1 | 1 | 1 |
| and2_1 | 1 | 1 |
-- report_power, final --
group / total, mW / switching [mW] / internal (mW)
Sequential: 0.344 / 0.0240 / 0.320
Clock: 0.427 / 0.111 / 0.316
Combinational: 0.0888 / 0.0313 / 0.0575
Total: 0.860 / 0.167 / 0.693
-- cells by family (layout without fill, tap and decap cells) --
family,Yosys count,after routing,synth area share [%]
buf+inv,17,43,10.52
fa+ha+maj,4,4,5.610
simple gates,36,36,20.48
compound gates,20,20,14.87
flops,20,20,47.13
xor+xnor,1,1,0.9819
other cells,1,4,0.4204
-- area by class of cell --
type / count / area [um2]
clock buffer: 7 / 92.59
clock inverter: 1 / 30.03
fill: 601 / 4164
inverter: 9 / 33.78
multi-input combinational: 65 / 389.1
sequential: 20 / 420.4
tap: 72 / 90.09
timing repair buffer: 26 / 252.7
Power and IR drop assume default switching activity.
